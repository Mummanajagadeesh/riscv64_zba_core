[./design.v]
module WD3_mux (
    input [31:0] PCPlus4D,      
    ResultW,                     
    input WD3_SrcD,              
    output [31:0] OUTWD3         
);
  assign OUTWD3 = WD3_SrcD ? PCPlus4D : ResultW;
endmodule
[./run.sh]
#!/bin/bash
# OpenROAD 26Q1-2900-gdf79404cd8, Yosys 0.63+post, stock flow scripts
make -C /OpenROAD-flow-scripts/flow DESIGN_CONFIG=/design/flow/config.mk WORK_HOME=/design/flow/orfs finish
[./config.mk]
export PLATFORM = sky130hd
export DESIGN_NAME = WD3_mux
export DESIGN_NICKNAME = WD3_mux
export VERILOG_FILES = /design/flow/design.v
export SDC_FILE = /design/flow/constraint.sdc
export NUM_CORES = 4
export LEC_CHECK = 1
export CORE_AREA = 10 10 70 70
export DIE_AREA = 0 0 80 80
export SYNTH_HDL_FRONTEND = slang
[./constraint.sdc]
current_design WD3_mux

set clk_period 1.0
set clk_io_pct 0.2

create_clock -name clk0 -period $clk_period

set non_clock_inputs [all_inputs -no_clocks]
set_input_delay [expr $clk_period * $clk_io_pct] -clock clk0 $non_clock_inputs
set_output_delay [expr $clk_period * $clk_io_pct] -clock clk0 [all_outputs]
==> flow report <==
=====================================================================================
Outcome                                                                  finished, violations left
Violations in the final reports                                          setup timing
Cell total in the yosys stat output                                                36
Count of endpoints failing hold in the final timing report                          0
Per-cell routed wire length                                                   14.5 um
Worst Setup SP                                                               WD3_SrcD
Port bufs                                                                          97
Minimum clock period after layout                                             1170 ps
Cell with the largest stage delay on the worst path                            mux2_4
Number of setup violations in the final report                                     32
Final worst slack                                                             -173 ps
Clock share of power                                                               0%
Initial antenna violation count                                                     0
Timing endpoint of the critical path                                       OUTWD3[30]
Largest delay share family, worst path                                   buffers and inverters
Largest stage delay, worst path                                                290 ps
Area of the mapped netlist                                                    544 um2
Static Leak                                                                  0.903 nW
Worst Setup Path Type                                                    input pin to output port
Required arrival time at the worst endpoint                                    800 ps
Total number of vias                                                              693
Final weighted congestion in routability-driven placement                       0.759
Min-delay worst type                                                     input pin to output port
I/O pin cnt                                                                        97
Mean post-synth cell area                                                    15.1 um2
Antenna diodes                                                                      0
Cell breakdown of the critical path                                      buf_8, buf_12, buf_12, mux2_4, buf_6
Unrepaired setup endpoints after global routing                                  true
Crit Path Max Fanout                                                                7
YS chip area                                                                  544 um2
Fillcell total                                                                    327
Fp util                                                                         15.9%
Place WS                                                                      -496 ps
Area share, top type                                                            82.8%
Detailed-route vias per instance                                                 3.69
Wire length of the first global-routing pass                                  4110 um
Combined global-route utilization of all metal layers                           7.80%
Area after detailed placement                                             0.00154 mm2
Power share of the sequential group                                                0%
Sum of buffers and inverters on the critical path                                   4
First-pass iteration count of the detailed router                                   2
Final worst-path cycle share                                                     117%
Cell type with the largest total area                                          mux2_4
Max Slew Vio Count                                                                  0
Floorplan Core Area                                                       0.00342 mm2
Count of clock buffers in the final design                                          0
Number of instances in the synthesized netlist                                     36
Headroom to the max-slew limit                                                  94.8%
Detailed placement HPWL                                                       2460 um
Sw Pwr                                                                       0.135 mW
Maximum resistive drop on vdd                                              0.000182 V
Via count of the first global-routing pass                                        763
Power density normalized to cell area                                      390 mW/mm2
Final Cell Area                                                           0.00162 mm2
Total wire length                                                             2730 um
Number of synthesis warnings                                                        0
Switching part of the total power                                               21.4%
Portion of total power attributed to combinational logic                       100.0%
Data arrival, critical path                                                    970 ps
Most frequent cell on the critical path                                        buf_12
Unique cell type count in the Yosys netlist                                         4
Most frequent cells in the layout                                        dlygate4sd2_1 (53), mux2_4 (32), buf_6 (27)
Die outline area                                                          0.00640 mm2
Max-capacitance violation count                                                     0
Highest clock frequency the design can meet                                   852 MHz
Antenna Violating Nets Remaining                                                    0
Category of the worst setup path launch point                               input pin
Top cells by area, synth                                                 mux2_4 (83%), buf_12 (11%), mux2_2 (4.1%)
Sequential area share after synthesis                                              0%
Slew @ Worst Pin                                                              78.3 ps
Grt total ovfl                                                                      0
Number of design rule violations left after detail routing                          0
Total stage count of the critical path                                              5
Flop area                                                                       0 um2
Count of routing violations after the opening detailed-route iteration              2
Internal power of the cells                                                  0.498 mW
Commonest non-fill, non-tap cell in the layout                           dlygate4sd2_1
Endpoint kind of the worst setup timing path                              output port
Maximum number of pins on one net before global-route repair                        8
Cell row count                                                                     21
Warning total across the stage logs                                                34
Die H                                                                           80 um
Layout Area Growth over Synthesis                                                198%
Width of the die                                                                80 um
Flops                                                                               0
Ratio of cells with drive above 1 in the final layout                           54.9%
Footprint of the multi-input gates                                            480 um2
=====================================================================================
==> area by class of cell <==
type	count	area share, %
well taps	46	3.55
repair buffers	110	66.8
multi-input cells	32	29.6
==> metrics by stage <==
step	total power, mW	util [%]	cells	hold slack (ps)	setup TNS [ps]
finish	0.633	47.5	188	691	-4430
global route	0.678	47.5	188	706	-5030
global placement	0.656	45.2	178	1330	-15320
CTS	0.624	46.2	189	798	-4910
floorplan	0.206	-	36	498	0
detailed placement	0.659	45.2	178	1330	-15350
==> power groups by stage <==
stage / combinational, mW / sequential [mW] / clock, mW
4_1_cts: 0.624 / 0 / 0
5_1_grt: 0.678 / 0 / 0
6_report: 0.633 / 0 / 0
==> Yosys cell counts <==
| cell | number |
|---|---|
| buf_12 | 3 |
| buf_6 | 1 |
| mux2_2 | 2 |
| mux2_4 | 30 |
==> worst min-delay path by stage <==
| stage | to | from | cells past startpoint | slack (ps) |
|---|---|---|---|---|
| after CTS | OUTWD3[24] | ResultW[24] | 3 | 800 |
| after global routing | OUTWD3[21] | PCPlus4D[21] | 3 | 710 |
| final | OUTWD3[21] | PCPlus4D[21] | 3 | 690 |
==> routing by layer <==
layer	part of all wire, %	routed length [um]	GRT usage [%]
met5	0	0	0
met4	0	0	0
met3	11	304	2.73
met2	51	1390	14.1
met1	38	1040	9.10
==> cell families after synthesis <==
kind of cell	after synthesis	share of synthesized area (%)
mux	32	86.9
buf+inv	4	13.1
==> timing repair <==
item | CTS | global route
hold buffers | 0 | 0
endpoints found under the setup margin | 32 | 32
cloned | 0 | 0
gates resized | 180 | 12
setup buffers | 11 | 0
==> tightest hold or removal path, stage by stage <==
cell	delay, ps
dlymetal6s2s_1	80
mux2_4	130
buf_2	80
Power is estimated from default activity; no workload was simulated.
